--- flow/design.v ---
module add1
#(parameter Size = 46, radix = 78)
(
	input [Size-1:0] a_0,
	input [Size-1:0] a_1,
	input [Size-1:0] a_2,
	input [Size-1:0] a_3,
	input [Size-1:0] a_4,
	input [Size-1:0] a_5,
	input [Size-1:0] a_6,
	input [Size-1:0] a_7,
	input [Size-1:0] a_8,
	input [Size-1:0] a_9,
	input [Size-1:0] a_10,
	input [Size-1:0] a_11,
	output [radix*2-1:0] res_0,
	output [radix*2-1:0] res_1,
	output [radix*2-1:0] res_2
);
	wire [radix*2-1:0] a_0_w = {110'b0,a_0};
	wire [radix*2-1:0] a_1_w = {90'b0,a_1,20'b0};  
	wire [radix*2-1:0] a_2_w = {70'b0,a_2,40'b0};  
	wire [radix*2-1:0] a_3_w = {84'b0,a_3,26'b0};  
	wire [radix*2-1:0] a_4_w = {64'b0,a_4,46'b0};  
	wire [radix*2-1:0] a_5_w = {44'b0,a_5,66'b0};  
	wire [radix*2-1:0] a_6_w = {58'b0,a_6,52'b0};  
	wire [radix*2-1:0] a_7_w = {38'b0,a_7,72'b0};  
	wire [radix*2-1:0] a_8_w = {18'b0,a_8,92'b0};  
	wire [radix*2-1:0] a_9_w = {32'b0,a_9,78'b0};  
	wire [radix*2-1:0] a_10_w = {12'b0,a_10,98'b0};
	wire [radix*2-1:0] a_11_w = {a_11[37:0],118'b0};
	add2_adder_4#(.adder_size(radix*2)) add2_0(a_0_w,a_1_w,a_2_w,a_3_w,res_0);
	add2_adder_4#(.adder_size(radix*2)) add2_1(a_4_w,a_5_w,a_6_w,a_7_w,res_1);
	add2_adder_4#(.adder_size(radix*2)) add2_2(a_8_w,a_9_w,a_10_w,a_11_w,res_2);
endmodule
module add2_adder_5
#(parameter adder_size = 108)
(
	input [adder_size-1:0] a_0,
	input [adder_size-1:0] a_1,
	input [adder_size-1:0] a_2,
	input [adder_size-1:0] a_3,
	 input [adder_size-1:0] a_4,
	output [adder_size-1:0] res
);
	assign res = a_0+a_1+a_2+a_3+a_4;
endmodule
module add2_adder_3
#(parameter adder_size = 108)
(
	input [adder_size-1:0] a_0,
	input [adder_size-1:0] a_1,
	input [adder_size-1:0] a_2,
	output [adder_size-1:0] res
);
	assign res = a_0+a_1+a_2;
endmodule
module add2_adder_4
#(parameter adder_size = 108)
(
	input [adder_size-1:0] a_0,
	input [adder_size-1:0] a_1,
	input [adder_size-1:0] a_2,
	input [adder_size-1:0] a_3,
	output [adder_size-1:0] res
);
	assign res = a_0+a_1+a_2+a_3;
endmodule
--- flow/run.sh ---
#!/bin/bash
# OpenROAD 26Q1-2900-gdf79404cd8, Yosys 0.63+post, stock flow scripts
make -C /OpenROAD-flow-scripts/flow DESIGN_CONFIG=/design/flow/config.mk WORK_HOME=/design/flow/orfs finish
--- flow/config.mk ---
export PLATFORM = sky130hd
export DESIGN_NAME = add1
export DESIGN_NICKNAME = add1
export VERILOG_FILES = /design/flow/design.v
export SDC_FILE = /design/flow/constraint.sdc
export NUM_CORES = 4
export LEC_CHECK = 1
export CORE_AREA = 10 10 393 393
export DIE_AREA = 0 0 403 403
--- flow/constraint.sdc ---
current_design add1

set clk_period 30.3
set clk_io_pct 0.2

create_clock -name clk0 -period $clk_period

set non_clock_inputs [all_inputs -no_clocks]
set_input_delay [expr $clk_period * $clk_io_pct] -clock clk0 $non_clock_inputs
set_output_delay [expr $clk_period * $clk_io_pct] -clock clk0 [all_outputs]
==> impl_metrics.csv <==
group,metric,value,unit
critical_path,cp-end-kind,"output pin",
final_layout,seqCellArea,0,µm²
route,drt-met1-wl,38000,µm
yosys,synth_seq_share,0,
power,power_density,43.8,nW/µm²
route,drt-total-wl,97400,µm
flow_run,log.warning_count,40,
yosys,yosysUniqueCellTypes,84,
final_timing,slew_headroom,0.365,
yosys,synth_area_leader_cell,"ha_1",
place,port_buffers,702,
critical_path,critPathMostFrequentCell,"a21o_1",
global_route,grt_pass1_vias,20862,
route,postRouteAntennaNets,0,
critical_path,crit_fanout,9,
critical_path,cp.arrival,13.54,ns
route,drt_iter0_drc,1153,
route,highest_layer,"met5",
route,route.met3.wl,7210,µm
final_layout,fillCellCount,16425,
critical_path,critical-path-slowest-cell,"clkdlybuf4s50_1",
route,drtPass1Iterations,6,
yosys,ys_chip_area,19500,µm²
power,ir_drop,0.0000195,V
power,leakage,12.6,nW
floorplanning,die_w,403,µm
clock_network,cts_resized,0,
route,wl_met2,49800,µm
global_route,grt-ovfl-total,0,
final_timing,setup_violations,0,
floorplanning,fp_util,0.134,
final_layout,design.seq.count,0,
final_timing,fin_crit,19.60,ns
global_route,grt_max_degree,12,
yosys,synthTopCellsByArea,"ha_1, buf_4, fa_1",
final_layout,fin_cells,5245,
floorplanning,core_area,146000,µm²
final_layout,clkbuf_count,0,
floorplanning,ios,1020,
final_timing,hold_violations,0,
global_route,antenna_found_initial,8,
final_timing,post-route-period-util,0.647,
yosys,ys_cells,2709,
floorplanning,die_area,162000,µm²
clock_network,post_cts_buffers,0,
final_timing,fmax,51.0,MHz
place,gp_congestion,0.982,
yosys,netlist_area,19500,µm²
global_route,grt_usage,0.114,
final_layout,logic_area,16900,µm²
global_route,grt_pass1_wl,138000,µm
floorplanning,num_rows,140,
critical_path,required,24.24,ns
critical_path,start_kind,"primary input",
yosys,synth_area_per_cell,7.19,µm²
final_layout,final_cell_mix,"clkdlybuf4s50_1, inv_1, ha_1",
worst_hold_path,hold_class,"in2out",
final_layout,drive_gt1_frac,0.0135,
critical_path,crit_type,"in2out",
final_timing,finalSetupTns,0,ns
yosys,synth_top_area_share,0.203,
route,viasPerCell,3.95,
outcome,outcome,"finished clean",
place,hpwlAfterDp,90400,µm
route,drc,0,
yosys,synth_warnings,0,
final_layout,area_growth,41.7,%
floorplanning,dieHeight,403,µm
final_timing,tightest_slew,0.937,ns
clock_network,ctsHoldBuffers,0,
route,avgRoutedWirePerCell,18.6,µm
critical_path,crit_path_max_incr_delay,0.56,ns
final_timing,slew_violations,0,
route,antennaDiodeCount,0,
route,vias,20734,
place,dp_cells,5245,
yosys,synth_cells,2709,
final_layout,layout_top_cell,"clkdlybuf4s50_1",
flow_run,cap_violations,0,
final_timing,rsz0062_at_grt,"no",
worst paths after layout:
kind	startpoint	to	slack [ns]	cells past startpoint
setup / recovery	a_0[34]	res_0[71]	10.70	26
hold / removal	a_0[0]	res_0[0]	12.12	0
synth_stat cells, drive strengths merged (57+ instances only):
cell type / n
ha: 316
o21ai: 131
xnor2: 167
xor2: 127
nand3: 70
nor2: 124
fa: 80
inv: 330
buf: 281
a21o: 131
nand2: 183
a21oi: 243
nand4: 57
final cells by class:
type               count  share of cell area
inverters            330              0.0449
multi-input cells   2285               0.611
well taps           1917              0.0869
repair buffers       713               0.257
power breakdown:
group | internal (mW) | switching (mW) | leakage, nW
Combinational | 0.590 | 0.619 | 12.6
Sequential | 0 | 0 | 0
Clock | 0 | 0 | 0
Total | 0.590 | 0.619 | 12.6
stage by stage:
step                      hold slack (ns)  power [mW]  area [µm²]  utilization  worst slack [ns]
after global placement              12.12        1.24       27600        0.189             10.79
final                               12.12        1.21       27600        0.189             10.70
after floorplan                     12.15       0.584       20300            -             13.08
after detailed placement            12.12        1.23       27600        0.189             10.84
after CTS                           12.12        1.24       27600        0.189             10.78
after global routing                12.12        1.33       27600        0.189             10.39
per-layer routing:
metal | track usage | vias up
li1 | - | 10143
met1 | 0.132 | 9654
met2 | 0.209 | 837
met3 | 0.0301 | 92
met4 | 0.0226 | 8
met5 | 0 | -
worst max-delay path: cells and delay by family:
family | cells | cell delay, ns
buf+inv | 4 | 1.31
simple gates | 5 | 1.09
xor+xnor | 2 | 0.58
fa+ha+maj | 3 | 1.12
compound gates | 12 | 3.35
cell families (layout without fill, tap and decap cells):
group                      after synthesis  in the layout  share of synthesized area
other                                    1            230                   0.000192
and+or+nand+nor                        633            633                      0.162
buffers and inverters                  653           1043                      0.178
adders and majority gates              396            396                      0.285
xor gates and xnor gates               294            294                      0.132
AOI/OAI and AO/OA                      732            732                      0.242
No activity file was given, so power comes from the tool's default toggle rates.
